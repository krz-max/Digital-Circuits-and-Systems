`config.mk`:
```
export PLATFORM = sky130hd
export DESIGN_NAME = Checkdigit
export DESIGN_NICKNAME = Checkdigit
export VERILOG_FILES = /design/flow/design.v
export SDC_FILE = /design/flow/constraint.sdc
export NUM_CORES = 4
export LEC_CHECK = 1
export CORE_AREA = 10 10 77 77
export DIE_AREA = 0 0 87 87
```
`constraint.sdc`:
```
current_design Checkdigit

set clk_period 3.9
set clk_io_pct 0.2

create_clock -name clk0 -period $clk_period [get_ports {clk}]

set non_clock_inputs [all_inputs -no_clocks]
set_input_delay [expr $clk_period * $clk_io_pct] -clock clk0 $non_clock_inputs
set_output_delay [expr $clk_period * $clk_io_pct] -clock clk0 [all_outputs]
```
`design.v`:
```
module Checkdigit(
    in_num,
	in_valid,
	rst_n,
	clk,
    out_valid,
    out
);
input [3:0] in_num;
input in_valid, rst_n, clk;
output logic out_valid;
output logic [3:0] out;
logic [3:0] cnt, cnt_minus_one, Add, out_reg;
logic [3:0] Rem, Ans, Test, Greater_than_ten;
logic [4:0] Sum;
logic Check, Out;
assign cnt_minus_one = (!in_valid) ? 15 : cnt-1;
assign Out = ~|cnt;
assign out_valid = (Out) ? 1 : 0;
assign Test = (in_num <= 4) ? in_num : in_num-9;
assign Greater_than_ten = (cnt[0] == 1) ? Test : 0;
assign Rem = in_num + Greater_than_ten;
assign Sum = out+Rem;
assign Add = (Out) ? 0 : (Sum < 10) ? Sum : Sum-10;
assign Check = ~|Add;
assign Ans = (Check) ? 15 : 10-Add;
assign out_reg = (cnt == 1) ? Ans : Add;
always @(negedge rst_n or posedge clk) begin
    if(!rst_n) begin
        cnt <= 15;
    end
    else begin
        cnt <= cnt_minus_one;
    end
end
always @(negedge rst_n or posedge clk) begin
    if(!rst_n) begin
        out <= 0;
    end
    else begin
        out <= out_reg;
    end
end
endmodule
```
`run.sh`:
```
#!/bin/bash
# OpenROAD 26Q1-2900-gdf79404cd8, Yosys 0.63+post, stock flow scripts
make -C /OpenROAD-flow-scripts/flow DESIGN_CONFIG=/design/flow/config.mk WORK_HOME=/design/flow/orfs finish
```
==> impl_metrics.tcl <==
# flow metrics
set metrics [dict create \
    outcome "finished, violations left" \
    violations "negative setup slack" \
    leakage_uw 0.000662 \
    synth-edff-count 0 \
    antenna_found_initial 0 \
    required_ns 4.01 \
    first_global_vias 804 \
    fin_crit_ns 4.37 \
    syn_area_um2 851 \
    synthToLayoutAreaGrowth_pct 70.6 \
    rsz0062_at_grt "yes" \
    max_slew_margin 0.768 \
    io_buffer_count 11 \
    max_freq_mhz 229 \
    core_area_um2 4350 \
    drv_cap 0 \
    clk_latency_ns 0.23 \
    hold_viol 0 \
    fin_total_pwr_uw 1340 \
    clockBufferDepth 2 \
    clkTransAtPathRegs_ns 0.04 \
    p_switching_uw 519 \
    layout_setup_ws_ns -0.466 \
    hpwl_um 1600 \
    comb_power_share 0.827 \
    viasPerCell 4.13 \
    async_reset_ff_frac 1.00 \
    nFillCells 415 \
    wl_um 2100 \
    logic_area_um2 714 \
    tightest_slew_ns 0.348 \
    cts_tree "yes" \
    end_kind "flip-flop" \
    wl_per_cell_um 10.8 \
    hold_ws_ns 0.510 \
    ys_types 30 \
    synthFlopType "dfstp_2" \
    place_congestion 0.812 \
    drive_gt1_frac 0.465 \
    synth_area_leader_cell "ha_1" \
    skew_ns 0.00439 \
    ys.warnings.count 1 \
    top_cell_area_share 0.176 \
    pwr-share-clk 0.074 \
    fin_crit_sh 1.12 \
    cts.sinks 8 \
    postSynthCellCount 96 \
    drc 0 \
    drt-initial-drc-count 21 \
    common_cells "ha_1, nor2_1, inv_1, a21oi_1, nand2_1" \
    ys_seq_frac 0.241 \
    htree_levels 1 \
    topCellsByArea "ha_1, dfstp_2, dfrtp_1" \
    seqPwrFrac 0.099 \
    grt_util_all_layers 0.0569 \
    setup_violations 4 \
    grt_max_degree 9 \
    n_antenna_cell 0 \
    yosys_cells 96 \
    ctsRootBufferMaster "clkbuf_8" \
    p_sw_frac 0.386 \
    fp_util 0.195 \
    slew_violations 0 \
    numSynthFlops 8 \
    max-vdd-ir-drop_v 0.000285 \
    vias 801 \
    path_class "in2reg" \
    ys_chip_area_um2 851 \
    numCtsBuffers 3 \
    power_density_nw_per_um2 925 \
    detail-route-antenna-nets 0 \
    internal-power_uw 824 \
    cp_max_fo 5 \
    min_path_type "reg2reg" \
    num_rows 24 \
    startpoint_type "input port" \
    first_pass_iters 3 \
    grt_first_pass_wirelength_um 3580 \
    flop_area_um2 205 \
    die_y_um 87 \
    overflow 0 \
    die_w_um 87 \
    openroad.warnings 29 \
    ctsHoldBuffers 0 \
    num_io_pins 12 \
    chip_area_um2 7570 \
    syn_avg_cell_area_um2 8.86 \
    arrival_ns 4.48 \
]
-- metrics by stage --
step / cell area (um^2) / setup TNS, ns / setup slack [ns] / instances / utilization
2_1_floorplan: 950 / -1.89 / -0.551 / 96 / -
4_1_cts: 1410 / -1.55 / -0.438 / 192 / 0.325
3_3_place_gp: 1250 / -4.92 / -1.29 / 175 / 0.287
3_5_place_dp: 1250 / -5.07 / -1.31 / 175 / 0.287
5_1_grt: 1450 / -2.17 / -0.577 / 194 / 0.333
6_report: 1450 / -1.73 / -0.466 / 194 / 0.333
-- worst max-delay path: stages --
cell,delay [ns]
buf_12,0.11
inv_12,0.04
ha_4,0.13
inv_2,0.04
a21oi_2,0.17
buf_4,0.15
nor2_2,0.04
a21oi_2,0.13
nor2_2,0.07
fa_1,0.54
inv_2,0.05
fa_2,0.40
xor2_4,0.20
ha_4,0.18
and4bb_1,0.18
or4_4,0.52
xnor2_2,0.16
nor2b_4,0.14
ha_4,0.27
nor2_2,0.03
a21o_1,0.15
-- cell type report --
cell class              instances  share of cell area
well taps                      52              0.0448
inverters                      10              0.0431
clock buffers                   4              0.0310
flip-flops and latches          8               0.141
multi-input cells              77               0.492
repair buffers                 43               0.247
-- kinds of logic (layout without fill, tap and decap cells) --
family,Yosys count,in the layout,synth area share
buf+inv,11,57,0.0485
fa+ha+maj,14,14,0.224
compound gates,16,16,0.132
simple gates,35,35,0.222
flops,8,8,0.241
xor+xnor,10,10,0.103
mux,2,2,0.0294
-- layer usage --
metal | GRT usage | part of all wire
met5 | 0 | 0
met4 | 0.00442 | 0.0038
met3 | 0.0217 | 0.072
met2 | 0.0826 | 0.44
met1 | 0.0816 | 0.49
-- layout by cell type (no fill, tap or decap), types with 5 or more instances in the layout --
cell,instances
buf_4,32
ha_1,8
nor2_1,8
clkdlybuf4s50_1,7
inv_1,6
a21oi_1,5
nand2_1,7
-- power by group through the flow --
stage     clock network, uW  logic (uW)  registers [uW]
6_report                100        1110             133
4_1_cts                 102        1090             132
5_1_grt                 109        1230             136
-- final timing paths --
check,slack [ns],start,cells past startpoint,to
min reg2reg,0.51,cnt[0]$_DFF_PN1_,1,cnt[0]$_DFF_PN1_
min,0.51,cnt[0]$_DFF_PN1_,1,cnt[0]$_DFF_PN1_
max in group asynchronous,2.78,rst_n,1,cnt[0]$_DFF_PN1_
min in group asynchronous,0.82,rst_n,1,out[2]$_DFF_PN0_
max,-0.47,in_num[0],21,out[1]$_DFF_PN0_
max reg2reg,0.13,cnt[0]$_DFF_PN1_,15,out[1]$_DFF_PN0_
-- timing repair --
action                     in CTS  in global routing
setup buffers                  13                  3
gates resized                  21                  6
pin swaps                      14                  6
setup endpoints to repair       4                  4
Power and IR drop assume default switching activity.
