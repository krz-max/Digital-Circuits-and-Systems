==> flow/design.v <==
module Divider(
	clk,
	rst_n,
    in_valid,
    in_data,
    out_valid,
	out_data
);
input clk, rst_n, in_valid;
input [3:0] in_data;
output logic out_valid, out_data;
logic out_data_nxt, out_valid_nxt;
logic [10-1:0] quotient_reg, quotient_nxt;
logic [5-1:0] counter_reg, counter_nxt;
logic [4-1:0] in_data_reg;
logic [4-1:0] A_nxt, A_reg, B_nxt, B_reg, C_nxt, C_reg, D_nxt, D_reg;
logic [20-1:0] dividend_reg, dividend_nxt;
logic [4-1:0] divisor_reg, divisor_nxt;
parameter IDLE = 0;  
parameter INPUT = 1;  
parameter OUTPUT = 2;
parameter DECODE = 3;  
parameter SORT = 4;  
parameter DIVISION_SETUP = 6;  
parameter DIVISION = 5;  
logic [3-1:0] state_reg, state_nxt;
always_ff @(posedge clk or negedge rst_n) begin
	if(!rst_n) begin
		out_valid <= 0;
		out_data <= 0;
		state_reg <= IDLE;
		in_data_reg <= 0;
		counter_reg <= 0;
		A_reg <= 0;
		B_reg <= 0;
		C_reg <= 0;
		D_reg <= 0;
	end
	else begin
		out_valid <= out_valid_nxt;
		out_data <= out_data_nxt;
		state_reg <= state_nxt;
		in_data_reg <= in_data;
		counter_reg <= counter_nxt;
		A_reg <= A_nxt;
		B_reg <= B_nxt;
		C_reg <= C_nxt;
		D_reg <= D_nxt;
	end
end
assign quotient_reg = dividend_reg[9:0];
always_comb begin
	if(state_reg == OUTPUT) begin
		out_valid_nxt = 1;
		out_data_nxt = dividend_reg[counter_reg];
	end
	else begin
		out_valid_nxt = 0;
		out_data_nxt = 0;
	end
end
always_comb begin
	case(state_reg)
		IDLE: begin
			counter_nxt = (in_valid) ? 3 : 0;
			state_nxt = (in_valid) ? INPUT : IDLE;
		end
		INPUT: begin  
			counter_nxt = (counter_reg == 0) ? 0 : counter_reg - 1;
			state_nxt = (counter_reg == 0) ? DECODE : INPUT;
		end
		DECODE: begin  
			counter_nxt = 3;
			state_nxt = SORT;
		end
		SORT: begin  
			counter_nxt = (counter_reg == 0) ? 0 : counter_reg - 1;
			state_nxt = (counter_reg == 0) ? DIVISION_SETUP : SORT;
		end
		DIVISION_SETUP: begin  
			counter_nxt = 9;
			state_nxt = (divisor_nxt == 0) ? OUTPUT : DIVISION;
		end
		DIVISION: begin
			counter_nxt = (divisor_reg == 0 || counter_reg == 0) ? 9 : counter_reg - 1;
			state_nxt = (divisor_reg == 0 || counter_reg == 0) ? OUTPUT : DIVISION;
		end
		OUTPUT: begin
			counter_nxt = (counter_reg == 0) ? 0 : counter_reg - 1;
			state_nxt = (counter_reg == 0) ? IDLE : OUTPUT;
		end
		default: begin
			counter_nxt = 0;
			state_nxt = IDLE;
		end
	endcase
end
always_comb begin
	if(state_reg == INPUT) begin
		case(counter_reg)
			3: begin
				A_nxt = in_data_reg;
				B_nxt = B_reg;
				C_nxt = C_reg;
				D_nxt = D_reg;
			end
			2: begin
				A_nxt = A_reg;
				B_nxt = in_data_reg;
				C_nxt = C_reg;
				D_nxt = D_reg;
			end
			1: begin
				A_nxt = A_reg;
				B_nxt = B_reg;
				C_nxt = in_data_reg;
				D_nxt = D_reg;
			end
			0: begin
				A_nxt = A_reg;
				B_nxt = B_reg;
				C_nxt = C_reg;
				D_nxt = in_data_reg;
			end
			default: begin
				A_nxt = A_reg;
				B_nxt = B_reg;
				C_nxt = C_reg;
				D_nxt = D_reg;
			end
		endcase
	end
	else if(state_reg == DECODE) begin
		A_nxt = A_reg - 3;
		B_nxt = B_reg - 3;
		C_nxt = C_reg - 3;
		D_nxt = D_reg - 3;
	end
	else if(state_reg == SORT) begin
		case(counter_reg)
			3, 1: begin
				A_nxt = (A_reg > B_reg) ? A_reg : B_reg;
				B_nxt = (A_reg > B_reg) ? B_reg : A_reg;
				C_nxt = (C_reg > D_reg) ? C_reg : D_reg;
				D_nxt = (C_reg > D_reg) ? D_reg : C_reg;
			end
			2, 0: begin
				A_nxt = A_reg;
				B_nxt = (B_reg > C_reg) ? B_reg : C_reg;
				C_nxt = (B_reg > C_reg) ? C_reg : B_reg;
				D_nxt = D_reg;
			end
			default: begin
				A_nxt = A_reg;
				B_nxt = B_reg;
				C_nxt = C_reg;
				D_nxt = D_reg;
			end
		endcase
	end
	else if(state_reg == IDLE) begin
		A_nxt = 0;
		B_nxt = 0;
		C_nxt = 0;
		D_nxt = 0;
	end
	else begin
		A_nxt = A_reg;
		B_nxt = B_reg;
		C_nxt = C_reg;
		D_nxt = D_reg;
	end
end
always_ff @(posedge clk or negedge rst_n) begin
	if(!rst_n) begin
		dividend_reg <= 0;
		divisor_reg <= 0;
	end
	else begin
		dividend_reg <= dividend_nxt;
		divisor_reg <= divisor_nxt;
	end
end
always_comb begin
	if(state_reg == DIVISION_SETUP) begin
		divisor_nxt = B_reg;
	end
	else if(state_reg == IDLE) begin
		divisor_nxt = 0;
	end
	else begin
		divisor_nxt = divisor_reg;
	end
end
always_comb begin
	if(state_reg == DIVISION_SETUP) begin
		dividend_nxt = (divisor_nxt == 0) ? 10'b11_1111_1111 : A_reg * 100 + C_reg * 10 + D_reg;
	end
	else if(state_reg == DIVISION) begin
		dividend_nxt = dividend_reg << 1;
		if(dividend_nxt[19:10] >= divisor_reg) begin
			dividend_nxt[19:10] = dividend_nxt[19:10] - divisor_reg;
			dividend_nxt[0] = 1'b1;
		end
	end
	else if(state_reg == IDLE) begin
		dividend_nxt = 0;
	end
	else begin
		dividend_nxt = dividend_reg;
	end
end
endmodule
==> flow/run.sh <==
#!/bin/bash
# OpenROAD 26Q1-2900-gdf79404cd8, Yosys 0.63+post, stock flow scripts
make -C /OpenROAD-flow-scripts/flow DESIGN_CONFIG=/design/flow/config.mk WORK_HOME=/design/flow/orfs finish
==> flow/config.mk <==
export PLATFORM = sky130hd
export DESIGN_NAME = Divider
export DESIGN_NICKNAME = Divider
export VERILOG_FILES = /design/flow/design.v
export SDC_FILE = /design/flow/constraint.sdc
export NUM_CORES = 4
export LEC_CHECK = 1
export CORE_UTILIZATION = 40
==> flow/constraint.sdc <==
current_design Divider

set clk_period 5.2
set clk_io_pct 0.2

create_clock -name clk0 -period $clk_period [get_ports {clk}]

set non_clock_inputs [all_inputs -no_clocks]
set_input_delay [expr $clk_period * $clk_io_pct] -clock clk0 $non_clock_inputs
set_output_delay [expr $clk_period * $clk_io_pct] -clock clk0 [all_outputs]
==> flow_summary.toml <==
# yosys + openroad results
[sta]
rsz0062_at_grt = "false"
max_slew.worst_pin.slew_ns = 0.9003
finalCritPeriodShare_pct = 64.53
min_period_ns = 3.355
slew_violations = 0
whs_ns = 0.4843
fmax_mhz = 298.0
finalSetupTns_ns = 0
fin_skew_ns = 0.005543
relSlewSlack_pct = 39.72
setup_viol = 0
hold_violations = 0

[die]
fp_util_pct = 41.74
fp.dieW_um = 109.1
die_y_um = 109.1
dieArea_um2 = 11890
coreArea_um2 = 10980
boundaryPins = 9
fp-row-count = 38

[setup_path]
worstReg2RegStart = "C_reg[1]$_DFFE_PN0P_"
path_max_fanout = 8
endpoint_kind = "flop"
r2r_cells = 11
setup.worst_path.class = "flop to flop"
worstPathRequired_ns = 5.42
arrival_ns = 3.57
start_kind = "flop"
r2r-end = "dividend_reg[11]$_DFFE_PN0P_"
crit_path_start = "C_reg[1]$_DFFE_PN0P_"
reg2reg_slack_ns = 1.84

[grt]
antenna_found_initial = 0
grt-ovfl-total = 0
grt_pass1_wl_um = 18730
grt_max_degree = 37
grt_usage_pct = 21.24
grt_pass1_vias = 3524

[worst_hold_path]
hold_end = "dividend_reg[19]$_DFFE_PN0P_"
hold_path.class = "flop to flop"
min-delay-start = "dividend_reg[19]$_DFFE_PN0P_"
whs_path_depth = 1

[finish]
drive_gt1_share_pct = 10.04
area_growth_pct = 9.853
largest_reg_flops = 20

[clock_network]
clkTransAtPathRegs_ns = 0.05
cts_max_path_buffers = 2
clockRootBuffer = "clkbuf_16"
ctsResizeCount = 0
clock.latency.late_pin_ns = 0.33
postCtsHoldBufs = 0
htree_levels = 3
cts_tree = "yes"
cts_setup_buffers = 0
cts_buffers = 9
clkSinkCount = 58

[logic_synthesis]
edf_count = 0
ys_types = 75
yosys_warnings = 1
yosys.area.top_type_share_pct = 31.11
netlist_instances = 483
ff_type = "dfrtp_1"
async_flop_share_pct = 100.0
synth_area_um2 = 4584
ys_seq_share_pct = 31.69
largest_area_cell = "dfrtp_1"
synth.avg_cell_area_um2 = 9.492
ys_chip_area_um2 = 4584
numSynthFlops = 58
yosys_cells = 483
top_cells_by_area = "dfrtp_1 31%, ha_1 13%, mux2i_1 3.5%, o21ai_0 2.9%, nand2_1 2.9%"

[power_and_ir_drop]
powerDensity_nw_per_um2 = 202.6
p_leak_nw = 2.276
vdd_ir_drop_max_uv = 177.3

[route]
vias = 3631
vias_per_cell = 5.782
routed_wirelength_um = 11450
wl_per_cell_um = 18.23
firstDrtPassIters = 4
dr.first_iter.drc_count = 257
ant_nets = 0
n_antenna_cell = 0
drc_errors = 0

[place]
hpwl_um = 8609
placement.io_buffers = 8
gp_congestion = 0.9841

[status]
status = "finished clean"

[job]
tool_warnings = 30
timing.max_cap.violations = 0
-- cell families (layout without fill, tap and decap cells) --
| logic type | count (synthesis) | in the layout | synth area share [%] |
|---|---|---|---|
| multiplexers | 30 | 30 | 8.242 |
| AND-OR/OR-AND | 139 | 139 | 21.53 |
| XOR/XNOR | 11 | 11 | 2.101 |
| adder cells (fa/ha/maj) | 55 | 55 | 15.99 |
| AND/OR/NAND/NOR | 135 | 135 | 15.50 |
| buffers and inverters | 55 | 60 | 4.940 |
| flip-flops | 58 | 58 | 31.69 |
-- through the flow --
step,std cells,utilization [%],worst slack [ns],instance area [µm²],total power [mW]
2_1_floorplan,483,-,2.086,4584,0.4621
3_5_place_dp,612,43.29,1.864,4755,0.4767
5_1_grt,628,45.85,1.693,5036,1.057
4_1_cts,628,45.85,1.846,5036,1.036
6_report,628,45.85,1.845,5036,1.020
3_3_place_gp,612,43.29,1.917,4755,0.4766
-- how the worst max path moves through the flow --
stage                                          end  slack (ns)  cells past startpoint
after global routing  dividend_reg[11]$_DFFE_PN0P_        1.69                     11
final                 dividend_reg[11]$_DFFE_PN0P_        1.84                     11
after CTS             dividend_reg[11]$_DFFE_PN0P_        1.85                     11
-- critical path, stage by stage, from the launching register on --
cell	delay, ns
dfrtp_1	0.49
ha_1	0.34
ha_1	0.23
fa_1	0.38
xor2_1	0.17
ha_1	0.29
ha_1	0.25
or3_1	0.35
nand2b_1	0.16
o221ai_1	0.23
nor2_1	0.10
a221o_1	0.26
-- synth_stat cells, types with 3 or more instances --
cell	n
o221ai_1	3
clkbuf_1	13
mux2i_1	16
nor2b_1	11
o21ai_0	27
ha_1	49
nand3b_1	3
a22o_1	3
and3_1	7
a22oi_1	5
nand4_1	4
nand2b_1	11
xnor2_1	7
or2_2	3
nor2_1	30
a21o_1	5
nor3_1	6
a21oi_1	25
nand3_1	6
mux2_2	6
buf_2	3
o2bb2ai_1	4
nand2_1	35
nor3_2	3
xor2_1	4
mux4_2	5
or3_1	5
fa_1	6
o31ai_1	10
dfrtp_1	57
a31oi_1	5
inv_1	33
o311ai_0	3
a211oi_1	5
o211ai_1	9
a221oi_1	7
-- cell type report --
class	count	area (µm²)
fill	1026	5947
clock inverter	6	42.54
timing repair buffer	11	97.59
inverter	33	123.9
sequential	58	1453
clock buffer	10	239.0
tap	140	175.2
multi-input combinational	370	2905
-- layout by cell type, fill, tap and decap left out, drive strengths merged, types with 3 or more instances in the layout --
| cell | count |
|---|---|
| or3 | 5 |
| o221ai | 3 |
| o2bb2ai | 4 |
| a21oi | 25 |
| nor2b | 11 |
| nor3 | 9 |
| o311ai | 3 |
| mux2i | 16 |
| xor2 | 4 |
| mux2 | 9 |
| a211oi | 7 |
| a2111oi | 3 |
| buf | 4 |
| clkbuf | 10 |
| nand2 | 35 |
| a22o | 3 |
| ha | 49 |
| inv | 33 |
| a22oi | 5 |
| and3 | 7 |
| o31ai | 10 |
| nand2b | 11 |
| nand4 | 4 |
| o21ai | 29 |
| nand3b | 3 |
| mux4 | 5 |
| fa | 6 |
| a221oi | 7 |
| clkdlybuf4s50 | 7 |
| a31oi | 5 |
| or2 | 3 |
| a21o | 7 |
| xnor2 | 7 |
| o211ai | 9 |
| dfrtp | 57 |
| clkinv | 4 |
| nand3 | 6 |
| nor2 | 31 |
-- report_power, final --
group	leakage (nW)	internal (mW)	switching (mW)
Clock	0.134	0.334	0.218
Sequential	0.798	0.453	0.00101
Combinational	1.34	0.00403	0.00966
-- routing by layer --
layer  share of wire [%]  vias to the layer above  global-route usage (%)
met5                   0                        -                       0
met4                 2.3                        0                   4.440
met3                 5.5                       18                   4.814
met2                  44                       95                   31.31
met1                  48                     1717                   32.50
li1                    -                     1801                       -
Power is estimated from default activity; no workload was simulated.
