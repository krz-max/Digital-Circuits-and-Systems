==> /design/flow/config.mk <==
export PLATFORM = sky130hd
export DESIGN_NAME = Maxmin
export DESIGN_NICKNAME = Maxmin
export VERILOG_FILES = /design/flow/design.v
export SDC_FILE = /design/flow/constraint.sdc
export NUM_CORES = 4
export LEC_CHECK = 1
export CORE_AREA = 10 10 92 92
export DIE_AREA = 0 0 102 102
==> /design/flow/constraint.sdc <==
current_design Maxmin

set clk_period 4.2
set clk_io_pct 0.2

create_clock -name clk0 -period $clk_period [get_ports {clk}]

set non_clock_inputs [all_inputs -no_clocks]
set_input_delay [expr $clk_period * $clk_io_pct] -clock clk0 $non_clock_inputs
set_output_delay [expr $clk_period * $clk_io_pct] -clock clk0 [all_outputs]
==> /design/flow/design.v <==
module Maxmin(
    clk,
    rst_n,
    in_valid,
    in_num,
    out_max,
    out_min,
    out_valid
);
input clk, rst_n, in_valid;
input [7:0] in_num;
output logic out_valid;
output logic [7:0] out_max, out_min;
logic [7:0] max_reg, min_reg;
logic [3:0] cnt, cnt_reg;
assign max_reg = (!in_valid) ? 0 : (in_num > out_max) ? in_num : out_max;
assign min_reg = (!in_valid) ? 255 : (in_num < out_min) ? in_num : out_min;
assign cnt = (cnt_reg == 15) ? 1 : cnt_reg + 1;
always @(negedge rst_n or posedge clk) begin
  if(!rst_n) begin
    cnt_reg <= 0;
  end
  else begin
    cnt_reg <= (in_valid) ? cnt : 1;
  end
end
always @(negedge rst_n or posedge clk) begin
  if(!rst_n) begin
    out_max <= 0;
  end
  else begin
    out_max <= max_reg;
  end
end
always @(negedge rst_n or posedge clk) begin
  if(!rst_n) begin
    out_min <= 255;
  end
  else begin
    out_min <= min_reg;
  end
end
always @(negedge rst_n or posedge clk) begin
  if(!rst_n) begin
    out_valid <= 0;
  end
  else begin
    out_valid <= (cnt_reg == 15) ? 1 : 0;
  end
end
endmodule
==> /design/flow/run.sh <==
#!/bin/bash
# OpenROAD 26Q1-2900-gdf79404cd8, Yosys 0.63+post, stock flow scripts
make -C /OpenROAD-flow-scripts/flow DESIGN_CONFIG=/design/flow/config.mk WORK_HOME=/design/flow/orfs finish
==> flow_summary.json <==
{
  "outcome": "finished, final reports clean",
  "use_met2_pct": 9.63,
  "r2r_cells": 7,
  "peakVddDrop_mv": 0.117,
  "power.share.clock_pct": 23.8,
  "reg2reg_from": "out_min[7]",
  "die_w_um": 102,
  "skew_ns": 0.00212,
  "gp_congestion": 0.843,
  "hold_path_class": "flip-flop to flip-flop",
  "postCtsSetupBuffers": 0,
  "drc": 0,
  "drt_iter0_drc": 80,
  "p_leak_nw": 0.805,
  "finalCriticalPeriod_ns": 2.80,
  "grt_busiest_layer": "met2",
  "yosys_most_used_dff": "dfrtp_1",
  "mostFrequentLayoutCell": "clkdlybuf4s50_1",
  "critPathCaptureType": "flip-flop",
  "grt_util_met3_pct": 1.30,
  "area_leaders": "dfrtp_1 (24%), dfstp_2 (15%), ha_1 (15%), a221o_1 (5.9%), mux2i_1 (5.2%)",
  "drive_gt1_share_pct": 12.2,
  "required_ns": 4.40,
  "num_vias": 1064,
  "hold_viol": 0,
  "grtUsageTotal_pct": 6.44,
  "hold_start": "cnt_reg[3]",
  "cp-startpoint": "in_num[3]",
  "cts_hold_buf": 0,
  "pwr-share-seq_pct": 43.9,
  "postSynthCellCount": 134,
  "grt_pass1_vias": 1052,
  "fp_util_pct": 21.1,
  "tightest_slew_ns": 0.663,
  "r2r-end": "out_min[5]",
  "setup_viol": 0,
  "vias_per_cell": 4.41,
  "synth_seq_share_pct": 39.4,
  "ys_area_sq_mm": 0.00136,
  "utilization_pct": 27.4,
  "clock_sinks": 21,
  "power.total_w": 0.000566,
  "grt_overflow_total": 0,
  "slew_violations": 0,
  "antennaDiodeCount": 0,
  "p_sw_w": 0.000171,
  "internal-power_w": 0.000395,
  "dieHeight_um": 102,
  "clk_pin_slew_ns": 0.08,
  "core_area_sq_mm": 0.00646,
  "synth_top_area_share_pct": 23.9,
  "tool_warnings": 25,
  "antenna_found_initial": 0,
  "grt_max_degree": 22,
  "clk_latency_ns": 0.26,
  "yosysCellCount": 134,
  "critPathMaxStageDelay_ns": 0.55,
  "syn_avg_cell_area_sq_um": 10.1,
  "rrSetupSlack_ns": 2.09,
  "dp_hpwl_mm": 2.42,
  "antenna_left": 0,
  "syn_to_final_growth_pct": 30.3,
  "async_flop_share_pct": 100,
  "dr.pass1.iters": 4,
  "pre_cts_slack_ns": 1.12,
  "synth-seq-cells": 21,
  "placementRows": 29,
  "finalSetupTns_ns": 0,
  "cts_max_level": 1,
  "worst_setup_path_start_kind": "primary input",
  "portBuffers": 27,
  "ys_warn_count": 1,
  "edf_count": 0,
  "ioPinCount": 28,
  "critPathKind": "primary input to flip-flop",
  "powerDensity_mw_per_mm2": 320,
  "pwr-share-comb_pct": 32.3,
  "fmax_mhz": 357,
  "wl_per_cell_um": 13.3,
  "critical_path_arrival_ns": 3.00,
  "cap_violations": 0,
  "rsz0062_at_grt": "false",
  "synth_area_leader_cell": "dfrtp_1",
  "clk_path_buf_depth": 2,
  "endpoint": "out_max[2]",
  "cts_tree": "yes",
  "cts_root_buf": "clkbuf_8",
  "cts_made_buffers": 3,
  "die_area_sq_mm": 0.0104,
  "min_period_over_period_pct": 66.6,
  "p_sw_share_pct": 30.2,
  "worst_slack_ns": 1.40,
  "hold_slack_ns": 0.486,
  "grt_pass1_wl_mm": 5.44,
  "synth_area_sq_mm": 0.00136,
  "maxSlewHeadroom_pct": 55.8,
  "crit_fanout": 18,
  "drt-total-wl_mm": 3.20,
  "cp_slowest_cell": "a21oi_1",
  "lay_top_cells": "clkdlybuf4s50_1 (27), nor2_1 (18), inv_1 (16), ha_1 (16), dfrtp_1 (13)",
  "cts-resized-gates": 0,
  "crit_chain": "clkdlybuf4s50_1 -> ha_1 -> nand4_2 -> o21ai_0 -> a21oi_1 -> a221o_1",
  "grt.met1_usage_pct": 9.61,
  "yosys.cell_types.count": 34
}
-- cells by family after synthesis --
family / after synthesis / synth area share (%)
buf+inv: 18 / 4.97
simple gates: 38 / 13.9
flops: 21 / 39.4
fa+ha+maj: 16 / 14.7
compound gates: 33 / 21.3
xor+xnor: 1 / 0.644
mux: 7 / 5.15
-- how the worst min path moves through the flow --
stage / end / slack (ns) / cells after the start
finish: cnt_reg[3] / 0.49 / 1
global route: cnt_reg[3] / 0.51 / 1
CTS: cnt_reg[3] / 0.49 / 1
-- power groups by stage --
stage                 sequential [W]  combinational, W  clock (W)
after CTS                   0.000249          0.000186   0.000141
after global routing        0.000253          0.000209   0.000149
final                       0.000249          0.000183   0.000135
-- worst max-delay path, delay by kind of cell --
family                   cells  cell delay (ns)
AND-OR/OR-AND                3             0.95
AND/OR/NAND/NOR              1             0.31
buffers and inverters        1             0.51
adder cells (fa/ha/maj)      1             0.38
-- Yosys cell counts (2+ instances only) --
cell,n
a21o_1,3
a21oi_1,10
a221o_1,8
clkbuf_1,2
dfrtp_1,13
dfstp_2,8
ha_1,16
inv_1,16
mux2i_1,7
nand2_1,9
nor2_1,18
nor2b_1,2
-- cell type report --
| type | count | area [sq um] |
|---|---|---|
| timing repair buffer | 28 | 278 |
| multi-input combinational | 95 | 757 |
| fill | 675 | 4690 |
| clock buffer | 4 | 45.0 |
| sequential | 21 | 536 |
| tap | 77 | 96.3 |
| inverter | 16 | 60.1 |
-- layer usage --
metal,vias up,share of wire (%)
li1,543,-
met1,494,52
met2,25,42
met3,2,4.7
met4,0,0.75
met5,-,0
-- per-stage QoR --
stage | area, sq um | instances
4_1_cts | 1770 | 241
5_1_grt | 1770 | 241
3_5_place_dp | 1730 | 237
3_3_place_gp | 1730 | 237
2_1_floorplan | 1360 | 134
6_report | 1770 | 241
Power and IR drop assume default switching activity.
