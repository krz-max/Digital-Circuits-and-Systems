===== ./design.v =====
module Fpc(
    clk,
    rst_n,
    in_valid,
    mode,
    in_a,
    in_b,
    out_valid,
    out
);
input clk, rst_n, in_valid, mode;
input [16-1:0] in_a, in_b;
output logic out_valid;
output logic [16-1:0] out;
parameter CALC = 0;
parameter OUTPUT = 1;
logic [1:0] state, state_nxt;
logic [16-1:0] out_nxt; 
logic signed [16-1:0] mul_reg;
logic [7-1:0] Frac_result, Frac_result_m;
logic move, Sign;
logic [8-1:0] shift, sum_exp, mul_exp, a_ext, b_ext;
logic signed [9-1:0] a_reg, b_reg, a_Frac, b_Frac, a_shift, b_shift;
logic signed [10-1:0] sum_reg, sum_sign;
logic [4-1:0] point_shift;
logic [5-1:0] point_shift_m;
assign state_nxt = (in_valid == 0) ? CALC : OUTPUT;
assign out_valid = (state == OUTPUT) ? 1'b1 : 1'b0;
assign a_ext = {1'b1, in_a[6:0]};
assign b_ext = {1'b1, in_b[6:0]};
assign move = (in_a[14:7] >= in_b[14:7]) ? 1 : 0;
assign shift = (move == 1) ? in_a[14:7] - in_b[14:7] : in_b[14:7] - in_a[14:7];
assign a_shift = (move == 0) ? a_ext >> shift : a_ext;
assign b_shift = (move == 1) ? b_ext >> shift : b_ext;
assign a_reg = (in_a[15] == 1) ? ~a_shift+1 : a_shift;
assign b_reg = (in_b[15] == 1) ? ~b_shift+1 : b_shift;
assign sum_reg = a_reg + b_reg;
assign mul_reg = a_ext * b_ext;
assign Sign = (mode == 0) ? (sum_reg[9] == 1) ? 1 : 0 : (in_a[15] ^ in_b[15]) ? 1 : 0;
assign sum_sign = (Sign) ? ~sum_reg+1 : sum_reg;
always_comb begin
    if(sum_sign[8] == 1) begin
        point_shift = 9;
    end
    else if(sum_sign[7] == 1) begin
        point_shift = 8;
    end
    else if(sum_sign[6] == 1) begin
        point_shift = 7;
    end
    else if(sum_sign[5] == 1) begin
        point_shift = 6;
    end
    else if(sum_sign[4] == 1) begin
        point_shift = 5;
    end
    else if(sum_sign[3] == 1) begin
        point_shift = 4;
    end
    else if(sum_sign[2] == 1) begin
        point_shift = 3;
    end
    else if(sum_sign[1] == 1) begin
        point_shift = 2;
    end
    else if(sum_sign[0] == 1) begin
        point_shift = 1;
    end
    else begin
        point_shift = 0;
    end
end
always_comb begin
    if(mul_reg[15] == 1) begin
        point_shift_m = 16;
    end
    else if(mul_reg[14] == 1) begin
        point_shift_m = 15;
    end
    else if(mul_reg[13] == 1) begin
        point_shift_m = 14;
    end
    else if(mul_reg[12] == 1) begin
        point_shift_m = 13;
    end
    else if(mul_reg[11] == 1) begin
        point_shift_m = 12;
    end
    else if(mul_reg[10] == 1) begin
        point_shift_m = 11;
    end
    else if(mul_reg[9] == 1) begin
        point_shift_m = 10;
    end
    else if(mul_reg[8] == 1) begin
        point_shift_m = 9;
    end
    else if(mul_reg[7] == 1) begin
        point_shift_m = 8;
    end
    else if(mul_reg[6] == 1) begin
        point_shift_m = 7;
    end
    else if(mul_reg[5] == 1) begin
        point_shift_m = 6;
    end
    else if(mul_reg[4] == 1) begin
        point_shift_m = 5;
    end
    else if(mul_reg[3] == 1) begin
        point_shift_m = 4;
    end
    else if(mul_reg[2] == 1) begin
        point_shift_m = 3;
    end
    else if(mul_reg[1] == 1) begin
        point_shift_m = 2;
    end
    else if(mul_reg[0] == 1) begin
        point_shift_m = 1;
    end
    else begin
        point_shift_m = 0;
    end
end
always_comb begin
    case (point_shift)
        9: Frac_result = sum_sign[7:1];
        8: Frac_result = sum_sign[6:0];
        7: Frac_result = {sum_sign[5:0], 1'b0};
        6: Frac_result = {sum_sign[4:0], 2'b0};
        5: Frac_result = {sum_sign[3:0], 3'b0};
        4: Frac_result = {sum_sign[2:0], 4'b0};
        3: Frac_result = {sum_sign[1:0], 5'b0};
        2: Frac_result = {sum_sign[0], 6'b0};
        default: Frac_result = 0;
    endcase
end
always_comb begin
    case (point_shift)
        9: sum_exp = (move == 1) ? in_a[14:7] + 1 : in_b[14:7] + 1;
        8: sum_exp = (move == 1) ? in_a[14:7] : in_b[14:7];
        7: sum_exp = (move == 1) ? in_a[14:7] - 1 : in_b[14:7] - 1;
        6: sum_exp = (move == 1) ? in_a[14:7] - 2 : in_b[14:7] - 2;
        5: sum_exp = (move == 1) ? in_a[14:7] - 3 : in_b[14:7] - 3;
        4: sum_exp = (move == 1) ? in_a[14:7] - 4 : in_b[14:7] - 4;
        3: sum_exp = (move == 1) ? in_a[14:7] - 5 : in_b[14:7] - 5;
        2: sum_exp = (move == 1) ? in_a[14:7] - 6 : in_b[14:7] - 6;
        1: sum_exp = (move == 1) ? in_a[14:7] - 7 : in_b[14:7] - 7;
        default: sum_exp = (move == 1) ? in_a[14:7] : in_b[14:7];
    endcase
end
always_comb begin
    case (point_shift_m)
        16: Frac_result_m = mul_reg[14:8];
        15: Frac_result_m = mul_reg[13:7];
        14: Frac_result_m = mul_reg[12:6];
        13: Frac_result_m = mul_reg[11:5];
        12: Frac_result_m = mul_reg[10:4];
        11: Frac_result_m = mul_reg[9:3];
        10: Frac_result_m = mul_reg[8:2];
        9: Frac_result_m = mul_reg[7:1];
        8: Frac_result_m = mul_reg[6:0];
        7: Frac_result_m = {mul_reg[5:0], 1'b0};
        6: Frac_result_m = {mul_reg[4:0], 2'b0};
        5: Frac_result_m = {mul_reg[3:0], 3'b0};
        4: Frac_result_m = {mul_reg[2:0], 4'b0};
        3: Frac_result_m = {mul_reg[1:0], 5'b0};
        2: Frac_result_m = {mul_reg[0], 6'b0};
        default: Frac_result_m = 0;
    endcase
end
always_comb begin
    case (point_shift_m)
        16: mul_exp = in_a[14:7] + in_b[14:7] + 1 - 127;
        15: mul_exp = in_a[14:7] + in_b[14:7] - 127;
        14: mul_exp = in_a[14:7] + in_b[14:7] - 1 - 127;
        13: mul_exp = in_a[14:7] + in_b[14:7] - 2 - 127;
        12: mul_exp = in_a[14:7] + in_b[14:7] - 3 - 127;
        11: mul_exp = in_a[14:7] + in_b[14:7] - 4 - 127;
        10: mul_exp = in_a[14:7] + in_b[14:7] - 5 - 127;
        9: mul_exp = in_a[14:7] + in_b[14:7] - 6 - 127;
        8: mul_exp = in_a[14:7] + in_b[14:7] - 7 - 127;
        7: mul_exp = in_a[14:7] + in_b[14:7] - 8 - 127;
        6: mul_exp = in_a[14:7] + in_b[14:7] - 9 - 127;
        5: mul_exp = in_a[14:7] + in_b[14:7] - 10 - 127;
        4: mul_exp = in_a[14:7] + in_b[14:7] - 11 - 127;
        3: mul_exp = in_a[14:7] + in_b[14:7] - 12 - 127;
        2: mul_exp = in_a[14:7] + in_b[14:7] - 13 - 127;
        1: mul_exp = in_a[14:7] + in_b[14:7] - 14 - 127;
        default: mul_exp = in_a[14:7] + in_b[14:7] - 127;
    endcase
end
always_comb begin
    if(in_valid) begin
        if(mode == 0) begin
            out_nxt = {Sign, sum_exp, Frac_result};
        end
        else begin
            out_nxt = {Sign, mul_exp, Frac_result_m};
        end
    end
    else out_nxt = 0;
end
always_ff @(posedge clk or negedge rst_n) begin
    if(!rst_n) begin
        out <= 0;
        state <= CALC;
    end
    else begin
        out <= out_nxt;
        state <= state_nxt;
    end
end
endmodule

===== ./run.sh =====
#!/bin/bash
# OpenROAD 26Q1-2900-gdf79404cd8, Yosys 0.63+post, stock flow scripts
make -C /OpenROAD-flow-scripts/flow DESIGN_CONFIG=/design/flow/config.mk WORK_HOME=/design/flow/orfs finish

===== ./config.mk =====
export PLATFORM = sky130hd
export DESIGN_NAME = Fpc
export DESIGN_NICKNAME = Fpc
export VERILOG_FILES = /design/flow/design.v
export SDC_FILE = /design/flow/constraint.sdc
export NUM_CORES = 4
export LEC_CHECK = 1
export CORE_UTILIZATION = 30

===== ./constraint.sdc =====
current_design Fpc

set clk_period 1.0
set clk_io_pct 0.2

create_clock -name clk0 -period $clk_period [get_ports {clk}]

set non_clock_inputs [all_inputs -no_clocks]
set_input_delay [expr $clk_period * $clk_io_pct] -clock clk0 $non_clock_inputs
set_output_delay [expr $clk_period * $clk_io_pct] -clock clk0 [all_outputs]

==> impl_metrics.yaml <==
# implementation run metrics
die:
  core_area_um2: 32500
  dieArea_um2: 33800
  pin_count: 53
  fp_util_pct: 30.5
  die_x_um: 184
  die_h_um: 184
  rows: 66
grt:
  grtUsageTotal_pct: 27.4
  grt_pass1_vias: 12858
  antenna_found_initial: 0
  grt_max_degree: 22
  grt_pass1_wl_mm: 70.6
  grt_overflow: 0
cts:
  numCtsBuffers: 3
  cts.sinks: 17
  htree_levels: 1
  clock-root-buffer: "clkbuf_16"
  path_clk_slew_ns: 0.05
  cts.path.max_buffers: 2
  cts_tree: "done"
layout:
  final_util_pct: 52.1
  seqCellArea_um2: 425
  fin_area_um2: 17000
  syn_to_final_growth_pct: 71.1
  n_fill_cell: 3070
  final-comb-area_um2: 10100
  drive_gt1_share_pct: 44.4
setup_path:
  crit_arrival_ns: 7.40
  end_kind: "register"
  worstPathRequired_ns: 1.15
  critPathMaxStageDelay_ns: 0.58
  crit_fanout: 5
  cp-start-kind: "input port"
  crit_slowest_cell: "fa_2"
  path_class: "input port to register"
  cp_common_cell: "buf_6"
timing:
  relSlewSlack_pct: 54.9
  setup_viol: 16
  rsz0062_at_grt: "yes"
  hold_viol: 0
  report.final.slew_viol_count: 0
  worst_slack_ns: -6.24
  worst_hold_slack_ns: 0.288
  finalSetupTns_ns: -90.45
  period_needed_ns: 7.24
  worst_slew_pin_slew_ns: 0.675
  finalClockPeriodUsage_pct: 724
  clock.fmax_ghz: 0.138
route:
  viasPerCell: 5.35
  ant_nets: 0
  num_vias: 13167
  first_iter_violations: 849
  dr.pass1.iters: 5
  routed_wl_mm: 45.5
  drc_errors: 0
  drt-wirelength-per-cell_um: 18.5
  n_antenna_cell: 0
logic_synthesis:
  ys_chip_area_um2: 9910
  netlist_instances: 1400
  flop_cell: "dfrtp_1"
  synth.distinct_cells: 99
  ys.flops: 17
  yosys_cells: 1400
  yosys_warnings: 1
  enable_flop_cells: 0
  ys_seq_share_pct: 4.29
  syn_area_um2: 9910
  ys_async_sr_fraction_pct: 100
  syn_avg_cell_area_um2: 7.08
status:
  violations: "negative setup slack"
  status: "complete, but fails checks"
power:
  irDropWorstVdd_v: 0.00182
  p_per_area_nw_per_um2: 2940
  leakage_uw: 0.00782
min_path:
  hold_path.class: "input port to asynchronous set/reset pin"
placed_design:
  routabilityCongestion: 0.994
  place_ws_ns: -7.17
  hpwl_mm: 37.7
  io_buffers: 52
  place_area_um2: 15300
run:
  max-cap-violations: 0
  tool_warnings: 58
-- worst max-delay path: cells and delay by family --
kind	cells	cell delay, ns
adder cells (fa/ha/maj)	5	1.46
AND-OR/OR-AND	14	2.93
XOR/XNOR	1	0.15
AND/OR/NAND/NOR	8	1.81
buffers and inverters	5	0.50
multiplexers	1	0.35
-- kinds of logic after synthesis --
family	count (synthesis)	share of synthesized area [%]
buffers and inverters	182	7.25
and+or+nand+nor	517	26.3
adders and majority gates	138	20.6
AOI/OAI and AO/OA	474	34.7
DFF	17	4.29
muxes	16	1.89
xor gates and xnor gates	56	5.02
-- worst paths after layout --
check | startpoint | to | slack, ns
worst min-delay path | rst_n | out[13] | 0.29
worst max-delay path | in_a[7] | out[14] | -6.24
min in group clk0 | in_valid | state[1] | 0.75
max in group asynchronous | rst_n | out[1] | 0.59
-- metrics by stage --
| stage | power [µW] | instances |
|---|---|---|
| 3_5_place_dp | 42400 | 2393 |
| 3_3_place_gp | 42500 | 2393 |
| 2_1_floorplan | 22100 | 1400 |
| 4_1_cts | 46800 | 2425 |
| 6_report | 49800 | 2459 |
| 5_1_grt | 53700 | 2459 |
-- where the power goes --
| group | leakage [µW] | internal (µW) | switching [µW] |
|---|---|---|---|
| Sequential | 0.000216 | 957 | 67.8 |
| Combinational | 0.00756 | 23700 | 24300 |
| Clock | 0.0000371 | 539 | 269 |
-- metal layers --
layer | GRT usage [%] | wire length, µm | vias up
li1 | - | - | 6475
met1 | 38.1 | 20800 | 6295
met2 | 46.4 | 21800 | 336
met3 | 1.53 | 1720 | 61
met4 | 7.10 | 1220 | 0
met5 | 0 | 0 | -
-- what timing repair did --
| action | CTS | global route |
|---|---|---|
| setup endpoints to repair | 33 | 28 |
| hold endpoints to repair | 0 | 0 |
| hold buffers | 0 | 0 |
| buffers inserted | 35 | 38 |
| pin swaps | 63 | 95 |
| resized | 178 | 183 |
-- synthesized netlist by cell type, drive strengths merged, types with 12 or more instances --
master,n,area [µm²]
nand2b,14,87.6
a2111oi,14,131
buf,14,87.6
a311oi,16,140
and3,20,125
o31ai,16,120
a211oi,33,265
nand2,119,452
o211ai,28,224
inv,111,417
and2,42,263
nor2,133,509
a21oi,86,434
clkbuf,55,206
xor2,18,158
nand3,40,200
nor3,47,255
nor2b,16,100
o21ai,75,379
or3,13,81.3
mux2i,12,120
fa,42,841
a221oi,16,158
xnor2,38,340
nor4,16,128
or2,19,119
ha,96,1200
o21a,14,105
nand4,17,113
dfrtp,17,425
a22oi,14,105
a21o,22,165
a31oi,28,181
-- layout by cell type, fill, tap and decap left out, types with 14 or more instances in the layout --
cell and instances:
a21oi_1 77, nor2_1 117, and2_1 38, nand2_1 105
buf_4 592, and3_1 18, nor2b_1 14, dfrtp_1 17
a211oi_1 24, o211ai_1 27, ha_1 74, a21o_1 22
clkbuf_2 19, xnor2_1 26, nor3_1 34, nand4_1 16
nand3_1 37, buf_6 33, inv_1 100, o21ai_0 52
xor2_1 16, or2_2 14, a31oi_1 17, ha_4 17
fa_1 37
-- flip-flops by register name (all words and copies together) (netlist names) --
| register | count |
|---|---|
| state | 1 |
| out | 16 |
-- cell type report --
class | count | area share [%]
clock buffers | 3 | 0.443
well taps | 442 | 3.26
multi-input cells | 1201 | 59.6
inverters | 113 | 2.60
flip-flops and latches | 17 | 2.51
clock inverters | 1 | 0.0443
repair buffers | 682 | 31.5
No activity file was given, so power comes from the tool's default toggle rates.
