--- ./config.mk ---
export PLATFORM = sky130hd
export DESIGN_NAME = inter
export DESIGN_NICKNAME = inter
export VERILOG_FILES = /design/flow/design.v
export SDC_FILE = /design/flow/constraint.sdc
export NUM_CORES = 4
export LEC_CHECK = 1
export CORE_UTILIZATION = 30
--- ./constraint.sdc ---
current_design inter

set clk_period 2.8
set clk_io_pct 0.2

create_clock -name clk0 -period $clk_period [get_ports {clk}]

set non_clock_inputs [all_inputs -no_clocks]
set_input_delay [expr $clk_period * $clk_io_pct] -clock clk0 $non_clock_inputs
set_output_delay [expr $clk_period * $clk_io_pct] -clock clk0 [all_outputs]
--- ./design.v ---
module inter(
  clk,
  rst_n,
  in_valid_1,
  in_valid_2,
  in_valid_3,
  data_in_1,
  data_in_2,
  data_in_3,
  ready_slave1,
  ready_slave2,
  valid_slave1,
  valid_slave2,
  addr_out,
  value_out,
  handshake_slave1,
  handshake_slave2
);
input clk, rst_n, in_valid_1, in_valid_2, in_valid_3;
input [6:0] data_in_1, data_in_2, data_in_3; 
input ready_slave1, ready_slave2;
output logic valid_slave1, valid_slave2;
output logic [2:0] addr_out, value_out;
output logic handshake_slave1, handshake_slave2;
logic [3-1:0] state, next_state;
logic valid_slave1_reg, valid_slave2_reg;
logic [3-1:0] addr_out_reg, value_out_reg;
logic [3-1:0] Valid_Master_reg, Valid_Master;
logic handshake_slave1_reg, handshake_slave2_reg, handshake;
logic [7-1:0] data_in_1_reg, data_in_2_reg, data_in_3_reg, data1, data2, data3;
parameter IDLE = 3'd0;
parameter MASTER1 = 3'd1;
parameter MASTER2 = 3'd2;
parameter MASTER3 = 3'd3;
parameter HANDSHAKE = 3'd4;
assign handshake_slave1_reg = (valid_slave1 && ready_slave1) ? 1'b1 : 1'b0;
assign handshake_slave2_reg = (valid_slave2 && ready_slave2) ? 1'b1 : 1'b0;
assign handshake = handshake_slave1_reg | handshake_slave2_reg;
assign data_in_1_reg = (state == IDLE) ? data_in_1 : data1;
assign data_in_2_reg = (state == IDLE) ? data_in_2 : data2;
assign data_in_3_reg = (state == IDLE) ? data_in_3 : data3;
always_comb begin
	if(state == IDLE) begin
		valid_slave1_reg = 0;
		valid_slave2_reg = 0;
		addr_out_reg = 0;
		value_out_reg = 0;
        Valid_Master_reg = {in_valid_1, in_valid_2, in_valid_3};
		case(Valid_Master_reg)
			3'b111: begin
				next_state = MASTER1;
			end
			3'b110: begin
				next_state = MASTER1;
			end
			3'b101: begin
				next_state = MASTER1;
			end
			3'b100: begin
				next_state = MASTER1;
			end
			3'b011: begin
				next_state = MASTER2;
			end
			3'b010: begin
				next_state = MASTER2;
			end
			3'b001: begin
				next_state = MASTER3;
			end
			default: begin
				next_state = IDLE;
			end
		endcase
	end
	else if (state == MASTER1) begin
		valid_slave1_reg = (handshake == 1) ? 0 : (data1[6] == 1'b0) ? 1'b1 : 1'b0;
		valid_slave2_reg = (handshake == 1) ? 0 : (data1[6] == 1'b1) ? 1'b1 : 1'b0;
		addr_out_reg = (handshake == 1) ? 0 : data1[5:3];
		value_out_reg = (handshake == 1) ? 0 : data1[2:0];
		next_state = (handshake == 1) ? HANDSHAKE : MASTER1;
        Valid_Master_reg = Valid_Master;
	end
	else if (state == MASTER2) begin
		valid_slave1_reg = (handshake == 1) ? 0 : (data2[6] == 1'b0) ? 1'b1 : 1'b0;
		valid_slave2_reg = (handshake == 1) ? 0 : (data2[6] == 1'b1) ? 1'b1 : 1'b0;
		addr_out_reg = (handshake == 1) ? 0 : data2[5:3];
		value_out_reg = (handshake == 1) ? 0 : data2[2:0];
		next_state = (handshake == 1) ? HANDSHAKE : MASTER2;
        Valid_Master_reg = Valid_Master;
	end
	else if (state == MASTER3) begin
		valid_slave1_reg = (handshake == 1) ? 0 : (data3[6] == 1'b0) ? 1'b1 : 1'b0;
        Valid_Master_reg = Valid_Master;
		valid_slave2_reg = (handshake == 1) ? 0 : (data3[6] == 1'b1) ? 1'b1 : 1'b0;
		addr_out_reg = (handshake == 1) ? 0 : data3[5:3];
		value_out_reg = (handshake == 1) ? 0 : data3[2:0];
		next_state = (handshake == 1) ? HANDSHAKE : MASTER3;
	end
	else begin
		valid_slave1_reg = 0;
		valid_slave2_reg = 0;
		addr_out_reg = 0;
		value_out_reg = 0;
        if(Valid_Master == 3'b111) begin
            next_state = MASTER2;
            Valid_Master_reg = 3'b011;
        end
        else if(Valid_Master == 3'b110) begin
            next_state = MASTER2;
            Valid_Master_reg = 3'b010;
        end
        else if(Valid_Master == 3'b101) begin
            next_state = MASTER3;
            Valid_Master_reg = 3'b001;
        end
        else if(Valid_Master == 3'b100) begin
            next_state = IDLE;
            Valid_Master_reg = 3'b000;
        end
        else if(Valid_Master == 3'b011) begin
            next_state = MASTER3;
            Valid_Master_reg = 3'b001;
        end
        else if(Valid_Master == 3'b010) begin
            next_state = IDLE;
            Valid_Master_reg = 3'b000;
        end
        else if(Valid_Master == 3'b001) begin
            next_state = IDLE;
            Valid_Master_reg = 3'b000;
        end
        else begin
        next_state = IDLE;
        Valid_Master_reg = 0;
        end
	end
end
always_ff @(posedge clk or negedge rst_n) begin
	if(!rst_n) begin
		valid_slave1 <= 0;
        Valid_Master <= 0;
	end
	else begin
		valid_slave1 <= valid_slave1_reg;
        Valid_Master <= Valid_Master_reg;
	end
end
always_ff @(posedge clk or negedge rst_n) begin
	if(!rst_n) begin
		valid_slave2 <= 0;
	end
	else begin
		valid_slave2 <= valid_slave2_reg;
	end
end
always_ff @(posedge clk or negedge rst_n) begin
	if(!rst_n) begin
		addr_out <= 0;
	end
	else begin
		addr_out <= addr_out_reg;
	end
end
always_ff @(posedge clk or negedge rst_n) begin
	if(!rst_n) begin
		value_out <= 0;
	end
	else begin
		value_out <= value_out_reg;
	end
end
always_ff @(posedge clk or negedge rst_n) begin
	if(!rst_n) begin
		handshake_slave1 <= 0;
	end
	else begin
		handshake_slave1 <= handshake_slave1_reg;
	end
end
always_ff @(posedge clk or negedge rst_n) begin
	if(!rst_n) begin
		handshake_slave2 <= 0;
	end
	else begin
		handshake_slave2 <= handshake_slave2_reg;
	end
end
always_ff @(posedge clk or negedge rst_n) begin
	if(!rst_n) begin
		state <= IDLE;
	end
	else begin
		state <= next_state;
	end
end
always_ff @(posedge clk or negedge rst_n) begin
	if(!rst_n) begin
		data1 <= 0;
		data2 <= 0;
		data3 <= 0;
	end
	else begin
		data1 <= data_in_1_reg;
		data2 <= data_in_2_reg;
		data3 <= data_in_3_reg;
	end
end
endmodule
--- ./run.sh ---
#!/bin/bash
# OpenROAD 26Q1-2900-gdf79404cd8, Yosys 0.63+post, stock flow scripts
make -C /OpenROAD-flow-scripts/flow DESIGN_CONFIG=/design/flow/config.mk WORK_HOME=/design/flow/orfs finish
==> flow_summary.toml <==
# flow metrics
[die]
chip_area_um2 = 6195
core_um2 = 5574
die_height_um = 78.71
die_w_um = 78.71
num_rows = 27
pin_count = 38
floorplanUtilization_pct = 31.67

[placed_design]
gp_routability_congestion = 0.8968
placement.cell_area_um2 = 2150
dp_slack_ps = 1039
placement.io_buffers = 37
dpl.hpwl_um = 2319

[power]
pwr_dens_nw_per_um2 = 959.6
comb_power_share_pct = 32.1
clock_power_share_pct = 18.5
power.share.sequential_pct = 49.4
switching_share_pct = 32.12
intPower_mw = 1.465
ir_worst_vdd_v = 0.0004040
power_dissipated_by_switching_net_loads_mw = 0.6935
static-leakage-power_nw = 0.9294

[timing]
slew_viol_final = 0
report.final.setup_viol = 0
max-slew-margin-rel_pct = 49.89
hold-worst-slack_ps = 160.2
tightestPinTransition_ps = 751.6
timing.final.ws_setup_ps = 1067
timing.fmax_mhz = 577.1
clock-skew-final_ps = 2.727
totalNegativeSetupSlack_ps = 0
timing.final.crit_share_pct = 61.89
grt_setup_unrepaired = "no"
timing_hold_violations_final = 0
final_period_minus_worst_setup_slack_ps = 1733

[cts]
cts_post_setup_buffers_inserted = 0
tritoncts = "done"
cts.sinks = 39
cts.clk_slew.worst_paths_ps = 70
cts-resized-gates = 0
root_buffer = "sky130_fd_sc_hd__clkbuf_8"
numCtsBuffers = 5
clock_insertion_delay_worst_skew_ps = 280
cts.hold.buffers_added = 0
cts-root-to-sink-buffers = 2
cts_max_level = 2

[route]
firstDrtPassIters = 4
route.detailed.wl_per_inst_um = 13.62
final_antenna_net_count = 0
routed_wl_um = 3228
antenna-diode-count = 0
vias_per_cell = 4.650
initialDrtViolationCount = 44
vias = 1102
drc_errors = 0

[synth]
top_cell_area_share_pct = 53.86
yosysUniqueCellTypes = 27
synthFlopType = "sky130_fd_sc_hd__dfrtp_1"
synth-warning-count = 1
synthesis.area_per_instance_um2 = 14.01
synth-seq-cells = 39
ys_cells = 126
synth-seq-area-share_pct = 55.35
netlist_instances = 126
mapped_area_um2 = 1765
top_cells_by_area = "sky130_fd_sc_hd__dfrtp_1 54%, sky130_fd_sc_hd__mux2_2 13%, sky130_fd_sc_hd__a221oi_2 6.8%"
asyncSetResetFlopFracSynth_pct = 100.0
netlist.top_cell.by_area = "sky130_fd_sc_hd__dfrtp_1"
synth-edff-count = 0
ys_area_um2 = 1765

[final_layout]
postLayoutCellArea_um2 = 2250
flow.area_growth_from_synthesis_pct = 27.43
final_core_utilization_pct = 40.36
drive_gt1_share_pct = 32.12
top_regs = "data1 (7), data2 (7), data3 (7)"
layout.filler_cells = 535

[job]
drv_cap = 0
openroad_warning_count = 25

[outcome]
run_status = "finished clean"

[global_route]
antenna_found_initial = 0
grt_max_degree = 29
grt-ovfl-total = 0
grt_pass1_wl_um = 5513
globalRouteTotalUtil_pct = 11.56
grt_pass1_vias = 1156

[setup_path]
cpLargestDelayFamily = "buffers and inverters"
worst_r2r_path_depth = 1
critPathRequiredTime_ps = 2240
critPathArrivalTime_ps = 1170
worst_path_max_delay_cell = "sky130_fd_sc_hd__clkdlybuf4s50_1"
timing.critical_path.cells = "clkdlybuf4s50_1"
crit_type = "register to output pin"
timing.critical_path.slowest_cell_delay_ps = 480
ff2ff_setup_slack_ps = 1320
timing.critical_path.fanout_max = 3
end_kind = "output pin"
startpoint_type = "register"
critical_path.n_buffers_inverters = 1
cp.depth = 1

[worst_hold_path]
hold_path.class = "input port to async pin"
-- power groups by stage --
stage	clock, mW	sequential, mW	combinational (mW)
finish	0.399	1.07	0.694
global route	0.444	1.10	0.764
CTS	0.418	1.07	0.702
-- final timing paths --
check	startpoint	to
min in group clk0	data1[6]	valid_slave1
min	rst_n	data1[1]
min reg2reg	data1[6]	valid_slave1
max in group asynchronous	rst_n	state[0]
max	valid_slave1	valid_slave1
max reg2reg	state[0]	data1[0]
-- logic make-up after synthesis --
kind of cell              count (synthesis)  share of synthesized area, %
muxes                                    20                         12.76
xor gates and xnor gates                  1                        0.4962
and+or+nand+nor                          37                         13.96
AOI/OAI and AO/OA                        19                         12.05
DFF                                      39                         55.35
buffers and inverters                    10                         5.387
-- cells in the final DEF (no fill, tap or decap) --
| master | n |
|---|---|
| sky130_fd_sc_hd__dfrtp_1 | 38 |
| sky130_fd_sc_hd__o41ai_2 | 1 |
| sky130_fd_sc_hd__nor3_2 | 8 |
| sky130_fd_sc_hd__a21boi_1 | 1 |
| sky130_fd_sc_hd__nor2_1 | 2 |
| sky130_fd_sc_hd__nand2_1 | 10 |
| sky130_fd_sc_hd__and2_2 | 1 |
| sky130_fd_sc_hd__mux2_2 | 20 |
| sky130_fd_sc_hd__buf_2 | 1 |
| sky130_fd_sc_hd__inv_6 | 1 |
| sky130_fd_sc_hd__o21ai_1 | 1 |
| sky130_fd_sc_hd__a211oi_2 | 1 |
| sky130_fd_sc_hd__nand2_4 | 1 |
| sky130_fd_sc_hd__inv_1 | 2 |
| sky130_fd_sc_hd__a221oi_2 | 8 |
| sky130_fd_sc_hd__nor2b_4 | 1 |
| sky130_fd_sc_hd__clkbuf_1 | 1 |
| sky130_fd_sc_hd__nor4_1 | 1 |
| sky130_fd_sc_hd__nand3b_1 | 1 |
| sky130_fd_sc_hd__clkbuf_8 | 7 |
| sky130_fd_sc_hd__dfstp_2 | 1 |
| sky130_fd_sc_hd__o21ai_0 | 4 |
| sky130_fd_sc_hd__and2_1 | 1 |
| sky130_fd_sc_hd__nand3_1 | 3 |
| sky130_fd_sc_hd__nor2b_1 | 7 |
| sky130_fd_sc_hd__nor4bb_1 | 1 |
| sky130_fd_sc_hd__a22oi_4 | 1 |
| sky130_fd_sc_hd__a21oi_1 | 2 |
| sky130_fd_sc_hd__clkdlybuf4s50_1 | 36 |
| sky130_fd_sc_hd__buf_4 | 1 |
| sky130_fd_sc_hd__xor2_1 | 1 |
-- cells in the mapped netlist, types with 2 or more instances --
cell type,number
sky130_fd_sc_hd__a21oi_1,2
sky130_fd_sc_hd__o21ai_0,4
sky130_fd_sc_hd__nor2_1,2
sky130_fd_sc_hd__mux2_2,20
sky130_fd_sc_hd__nand3_1,3
sky130_fd_sc_hd__nand2_1,10
sky130_fd_sc_hd__a221oi_2,8
sky130_fd_sc_hd__nor2b_1,7
sky130_fd_sc_hd__dfrtp_1,38
sky130_fd_sc_hd__nor3_2,8
sky130_fd_sc_hd__buf_6,7
sky130_fd_sc_hd__inv_1,2
-- area by class of cell --
type	count	area [um^2]	area share, %
Clock buffer	8	100.1	4.449
Inverter	3	16.27	0.7230
Multi-Input combinational cell	77	693.2	30.81
Sequential cell	39	977.2	43.44
Tap cell	72	90.09	4.004
Timing Repair Buffer	38	372.9	16.57
-- layer usage --
layer / vias up / wire [um] / global-route usage, %
li1: 524 / - / -
met1: 549 / 1512 / 17.89
met2: 27 / 1558 / 17.57
met3: 2 / 143 / 2.684
met4: 0 / 14 / 1.481
met5: - / 0 / 0
-- through the flow --
stage	cells	total power [mW]
global placement	229	1.752
floorplan	126	1.603
finish	237	2.159
global route	237	2.311
CTS	237	2.190
detailed placement	229	1.779
No activity file was given, so power comes from the tool's default toggle rates.
