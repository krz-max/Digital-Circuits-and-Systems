==> /design/flow/config.mk <==
export PLATFORM = sky130hd
export DESIGN_NAME = Comb
export DESIGN_NICKNAME = Comb
export VERILOG_FILES = /design/flow/design.v
export SDC_FILE = /design/flow/constraint.sdc
export NUM_CORES = 4
export LEC_CHECK = 1
export CORE_AREA = 10 10 71 71
export DIE_AREA = 0 0 81 81
==> /design/flow/constraint.sdc <==
current_design Comb

set clk_period 4.6
set clk_io_pct 0.2

create_clock -name clk0 -period $clk_period

set non_clock_inputs [all_inputs -no_clocks]
set_input_delay [expr $clk_period * $clk_io_pct] -clock clk0 $non_clock_inputs
set_output_delay [expr $clk_period * $clk_io_pct] -clock clk0 [all_outputs]
==> /design/flow/design.v <==
module Comb(
	in_num0,
	in_num1,
	in_num2,
	in_num3,
	out_num0,
	out_num1
);
input [3:0] in_num0, in_num1, in_num2, in_num3;
output logic [4:0] out_num0, out_num1;
logic [3:0] XNOR1_out, OR1_out, AND1_out, XOR1_out;
logic [4:0] Adder_out1, Adder_out2;
assign XNOR1_out = in_num0 ~^ in_num1;
assign OR1_out   = in_num1 |  in_num3;
assign AND1_out  = in_num0 &  in_num2;
assign XOR1_out  = in_num2 ^  in_num3;
assign Adder_out1 = XNOR1_out + OR1_out;
assign Adder_out2 = AND1_out  + XOR1_out;
assign out_num0 = (Adder_out1 <= Adder_out2) ? Adder_out1 : Adder_out2;
assign out_num1 = (Adder_out1 <= Adder_out2) ? Adder_out2 : Adder_out1;
endmodule
==> /design/flow/run.sh <==
#!/bin/bash
# OpenROAD 26Q1-2900-gdf79404cd8, Yosys 0.63+post, stock flow scripts
make -C /OpenROAD-flow-scripts/flow DESIGN_CONFIG=/design/flow/config.mk WORK_HOME=/design/flow/orfs finish
==> notes.md <==
impl run done, here's what came out: DR vias=722, final tally of setup violations=0, most frequent logic cell in the layout=buf_4, Post-Place Setup Slack=-648 ps, CP Capture Type=output port, type of origin of the critical path=primary input, pwr dens=308 mW/mm², Synth Seq Share=0%, CP startpoint=in_num1[1], fin area=0.00145 mm², Critical Path RT=3680 ps, Sw Share=between 30% and 40%, VDD IR-drop max=147 µV, DP Cell Count=roughly 160, GRT Residual Overflow=0, Slowest-stage cell, CP=fa_2, # IOs=26, HP Class=primary input to output port, Initial Util=16.9%, Buf/Inv on CP=6, fin cells=184, FMAX=222 MHz, CP peak stage delay=380 ps, Post-Syn Area=616 µm², RSZ-0062 raised after global routing=true, largest net degree at the start of global routing=5, slew margin rel.=a little under nine tenths, IO Port Bufs=26, Synth area leader=ha_1, chip height=between 80 and 90 µm, crit path kind=primary input to output port, critical path's top delay family=buffers and inverters, YS chip area=~620 µm², GP Congestion=0.785, slack of the critical path=between 80 and 90 ps, # DRC=0, min-delay src=in_num3[0], Area growth syn-to-layout=135%, CP cell instances=dlygate4sd2_1 > or2_4 > fa_2 > a21o_1 > a21oi_2 > inv_2 > ha_4 > nand4_1 > o22ai_2 > buf_6 > buf_6 > buf_6 > mux2i_2 > clkbuf_2, vias in the first global route=750, die area=0.00656 mm², Tmin final=4510 ps, Max Cap Violations=0, wire per inst=11.6 µm, Placed Instance Area=0.00107 mm², Final Hold Violation Tally=0, Syn Area/Cell=8.67 µm², total power draw=445 µW, status=complete, no violations, Synth warnings=0, Hold-fix buffers, CTS=0, Post-Route WL=2.13 mm, Most common cell on crit path=buf_6, area of the core=0.00363 mm², DR vias/cell=3.92, flop count=0, sequential cell area=0 µm², Comb pwr share=approximately 100%, gr usage total=5.72%, Worst Path Arrival=3590 ps, clock buffer count=0, Diodes inserted=0, Yosys cell types=18, initial drt markers=11, Top cell area share=between 20% and 30%, Pint=approximately 290 µW, Slew Viols, Final=0, row count=22, Area contributors post-synth=ha_1, xnor2_1, mux2i_1, Initial DRT Pass Iterations=3, first-pass GRT wire length=3.22 mm, synthesized instance count=71, share of layout cells above drive strength 1=about two thirds, actual slew at the worst max-slew pin=217 ps, Crit Path Max Fanout=3, post-route ant nets=0, tool warnings=34, sequential share of power=0%, Die W=just over 80 µm, Leakage Power=0.727 nW, hpwl dp=approximately 1.4 mm, cycle use final=98.1%, initial antenna violation count=0, Clock Power Share=0%, Top Layout Cells=buf_4, dlygate4sd2_1, buf_6, Switch Pwr=about 160 µW, yosys cell count=71, setup tns final=0 ps
power groups by stage:
stage / clock network [mW] / logic (mW) / registers, mW
finish: 0 / 0.445 / 0
global route: 0 / 0.485 / 0
CTS: 0 / 0.399 / 0
final timing paths:
check	endpoint	slack, ps	depth (start not counted)
max	out_num1[2]	90	14
min	out_num0[0]	2370	5
layout make-up:
| class | instances | area [µm²] |
|---|---|---|
| fill | 344 | 2190 |
| inverter | 10 | 37.5 |
| multi-input combinational | 60 | 812 |
| tap | 48 | 60.1 |
| timing repair buffer | 66 | 537 |
Yosys cell counts:
library cell and instances:
xnor2_1 7, inv_1 10, ha_1 13, o22ai_1 1
buf_6 1, a21oi_1 5, mux2i_1 6, or2_2 4
nand4_1 1, a21oi_2 1, xor2_1 5, o21ai_1 1
a21o_1 4, mux2_4 4, fa_1 2, nand2_1 1
nor2_1 1, and2_1 4
logic make-up after synthesis:
logic type / after synthesis / synth area share [%]
compound gates: 12 / 12.2
mux: 10 / 19.5
simple gates: 11 / 10.4
xor+xnor: 12 / 17.1
fa+ha+maj: 15 / 32.9
buf+inv: 11 / 7.93
worst min-delay path, cell delays in order:
cell and delay [ps]:
buf_6 70, or2_4 110, ha_4 130, mux2_4 130, clkbuf_2 80
metrics by stage:
| stage | util [%] | hold slack, ps |
|---|---|---|
| 4_1_cts | 36.9 | 2490 |
| 2_1_floorplan | - | 2160 |
| 5_1_grt | 39.8 | 2400 |
| 3_3_place_gp | 29.4 | 3170 |
| 6_report | 39.8 | 2370 |
| 3_5_place_dp | 29.4 | 3170 |
what timing repair did:
action                                  4_1_cts  5_1_grt
setup buffers                                17        4
endpoints found under the setup margin       10        9
pin swaps                                    27       20
gates resized                                65       27
metal layers:
metal  up-vias  share of wire (%)  GRT usage, %
met4         0                  0             0
met2        18                 47          8.92
li1        370                  -             -
met3         0                7.0          1.67
met5         -                  0             0
met1       334                 46          8.16
Power and IR drop assume default switching activity.
